`config.mk`:
```
export PLATFORM = sky130hd
export DESIGN_NAME = position
export DESIGN_NICKNAME = position
export VERILOG_FILES = /design/flow/design.v
export SDC_FILE = /design/flow/constraint.sdc
export NUM_CORES = 4
export LEC_CHECK = 1
export CORE_AREA = 10 10 70 70
export DIE_AREA = 0 0 80 80
```
`constraint.sdc`:
```
current_design position

set clk_period 1.1
set clk_io_pct 0.2

create_clock -name clk0 -period $clk_period [get_ports {clk}]

set non_clock_inputs [all_inputs -no_clocks]
set_input_delay [expr $clk_period * $clk_io_pct] -clock clk0 $non_clock_inputs
set_output_delay [expr $clk_period * $clk_io_pct] -clock clk0 [all_outputs]
```
`design.v`:
```
`timescale 1ns / 1ps
module position(
    input up,
    input down,
    input left,
    input right,
    input clk,
    input reset,
    input cp_x,
    input cp_y,
    output np_x,
    output np_y
    );
    reg np_x, np_y;
    parameter max_x = 640, max_y = 480, min = 1;
    always@(posedge clk)begin
        if (reset == 0)begin
        end else begin
            if (cp_y == max_y) begin
                if(down == 1) begin
                    np_y <= cp_y;
                    np_x<=cp_x;
                end
            end else if (cp_y == min) begin
                if (up == 1) begin
                    np_y <= cp_y;
                    np_x<=cp_x;
                end
            end else if (cp_x == max_x) begin
                if(right == 1) begin
                    np_y <= cp_y;
                    np_x<=cp_x;
                end
            end else if(cp_x == min) begin
                if (left == 1) begin
                    np_y <= cp_y;
                    np_x<=cp_x;
                end
            end else begin
                case({up, down,left, right})
                    4'b1000: begin
                        np_y <= cp_y-1;
                        np_x <= cp_x;
                    end
                    4'b0100: begin
                         np_y <= cp_y+1;
                         np_x <= cp_x;
                    end
                    4'b0010: begin 
                        np_y <= cp_y;
                        np_x <= cp_x-1;
                    end
                    4'b0001: begin
                        np_y <= cp_y;
                        np_x <= cp_x+1;
                    end
                    default: begin
                        np_y <= cp_y;
                        np_x <= cp_x;
                    end
                endcase
            end
        end
    end
endmodule
```
`run.sh`:
```
#!/bin/bash
# OpenROAD 26Q1-2900-gdf79404cd8, Yosys 0.63+post, stock flow scripts
make -C /OpenROAD-flow-scripts/flow DESIGN_CONFIG=/design/flow/config.mk WORK_HOME=/design/flow/orfs finish
```
==> run summary <==
fresh numbers from the pnr run: CP bufs+invs=1, antenna cell count=0, dpl cell area=305 µm², Final setup violation count=0, Die Height=80 µm, DPL Wire Length=between 400 and 500 µm, Top cells excl fill/tap=4 x dlygate4sd2_1, 4 x buf_4, 3 x clkbuf_4, 3 x clkdlybuf4s50_1, RSZ-0062 raised after global routing=false, MUX share of area=0%, # IOs=10, crit path capture type=output port, yosys cell count=10, Simple-Gate Fraction of Synth Area=8.82%, hold_buf cts=0, Area Overhead vs Synth=171%, Post-Synth Adder-Cell Area=0%, FP Util=3.74%, pin count of the biggest net entering global routing=5, Total GRT Usage=1.78%, Compound Share, Synth=between 20% and 30%, H-tree depth=1, Register Area=between 60 and 70 µm², Core Region=roughly 3400 µm², Pre-Repair DR Iteration Count=2, outcome=complete, no violations, hold_sp=cp_x, yosys warning tally=1, first-pass GRT wire length=848 µm, tool warning count=25, Post-synth seq share=~47%, Worst VDD drop=between 150 and 200 µV, top cells, area=edfxtp_1 47%, o41ai_2 13%, o311a_2 8.8%, slowest CP cell=edfxtp_1, Top cell area share=between 40% and 50%, via count=144, CP top delay family=flip-flops, average vias per placed instance=roughly 2.0, Crit Path Class=reg -> out, leading area contributor after synthesis=edfxtp_1, Post-Synthesis Cells=10, initial antenna violation count=0, DP Cell Count=between 60 and 70, number of global-route vias before repair=190, post-CTS setup buffers=0, Final min period=between 1000 and 1500 ps, Largest logic family=AND-OR/OR-AND gates, Non-Filler Instances=72, Final Max Slew Viols=0, max-cap violation count=0, port buffer count=9, Chip Area, Yosys=128 µm², ANT nets after route=0, Worst setup SP type=flip-flop, WL final=roughly 560 µm, layout filler cell count=about 410, CTS clock-pin slew for the worst setup and hold paths=roughly 30 ps, power density over the cells=about 960 nW/µm², Logic area=just over 80 µm², Post-Synth XOR/XNOR Area=between 10% and 20%, DRC=0, slowest stage delay, CP=approximately 360 ps, synthesized area=between 100 and 150 µm², Post-synth regs=2, Hold Vio Cnt, Final=0, Leak=approximately 0.15 nW, HP Class=in -> reg, f_max=~0.95 GHz, design area=345 µm², Clock Tree Buf Depth=2, slew margin rel.=between 80 and 90%, DR WL/cell=between 7 and 8 µm, CP arrival=roughly 830 ps, layout cell share with drive strength beyond 1=between 40% and 50%, clk root buf=clkbuf_4, Inserted Clock Buffers=3, Site Rows=21, CP max FO=1, CTS tree=built, gr ovfl total=0, post-CTS sizing=5, crit path from=np_x, Tcrit/Tclk final=between 90% and 100%, Cell Type Count=9, Required @ worst endpoint=880 ps, Final GP Congestion=0.635, Finished Core Util=10.1%, Mean Syn Cell Area=roughly 13 µm², Sink Count=2, Die X=approximately 80 µm, worst slew pin tran=about 230 ps, 1st-iter DRT viols=5, die footprint=6400 µm², crit path cell chain=dlygate4sd2_1
-- through the flow --
| step | hold WS (ps) | setup slack (ps) | power [W] | TNS (ps) |
|---|---|---|---|---|
| final | 439 | 48.3 | 0.000332 | 0 |
| after global placement | 943 | -248 | 0.000170 | -903 |
| after floorplan | 381 | 245 | 0.000111 | 0 |
| after CTS | 489 | 7.74 | 0.000342 | 0 |
| after detailed placement | 965 | -262 | 0.000171 | -940 |
| after global routing | 457 | 19.5 | 0.000347 | 0 |
-- metal layers --
metal / vias to the layer above / track usage [%] / share of wire [%]
li1: 71 / - / -
met1: 68 / 1.66 / 39
met2: 5 / 2.73 / 49
met3: 0 / 1.59 / 12
met5: - / 0 / 0
met4: 0 / 0.704 / 0
-- Yosys cell counts --
cell type  number
o41ai_2         1
nand2b_1        1
edfxtp_1        2
xnor2_1         1
nor3_1          1
a21o_1          1
xor2_1          1
o311a_2         1
inv_1           1
-- worst min-delay path, delay by kind of cell --
family	cells	cell delay, ps
buf+inv	3	300
compound gates	1	40
-- final timing paths --
path / to / slack (ps) / cells after the start
setup / recovery: np_x / 50 / 1
hold / removal: np_x / 440 / 4
-- logic make-up (layout without fill, tap and decap cells) --
logic type / Yosys count / count (layout)
AND/OR/NAND/NOR: 2 / 2
XOR/XNOR: 2 / 2
flip-flops: 2 / 2
AND-OR/OR-AND: 3 / 3
buffers and inverters: 1 / 17
-- power by group --
part | total (W) | internal, W | switching [W] | leakage [nW]
clock network | 0.000162 | 0.000120 | 0.0000421 | 0.0138
registers | 0.0000947 | 0.0000930 | 0.00000168 | 0.0192
logic | 0.0000751 | 0.0000489 | 0.0000262 | 0.116
total | 0.000332 | 0.000262 | 0.0000699 | 0.149
-- sequential cells by signal (all words and copies together) (netlist names) --
name / count
np_y: 1
np_x: 1
-- layout make-up --
cell class / instances / area share, %
Sequential cell: 2 / 17.4
Tap cell: 46 / 16.7
Timing Repair Buffer: 13 / 34.8
Inverter: 1 / 1.09
Clock buffer: 3 / 6.52
Multi-Input combinational cell: 7 / 23.6
No activity file was given, so power comes from the tool's default toggle rates.
