File: ./config.mk
export PLATFORM = sky130hd
export DESIGN_NAME = Game_FSM
export DESIGN_NICKNAME = Game_FSM
export VERILOG_FILES = /design/flow/design.v
export SDC_FILE = /design/flow/constraint.sdc
export NUM_CORES = 4
export LEC_CHECK = 1
export CORE_AREA = 10 10 70 70
export DIE_AREA = 0 0 80 80
File: ./design.v
`timescale 1ns / 1ps
module Game_FSM(
    input clk,
    input reset,
    input miss,  
    input hit,  
    input[4:0] timer_30_in,
    input[2:0] timer_5_in,
    output [1:0] level,
    output [1:0] life,
    output [1:0] game_end,
    output timer_5_start,
    output timer_30_start
);
    parameter start_life = 2'b11;
    parameter end_life = 2'b00;
    parameter start_level = 2'b00;
    parameter end_level = 2'b11;
    parameter [1:0] s0 = 2'b00, s1=2'b01, s2 = 2'b10;  
    reg [1:0] level;
    reg [1:0] life;
    reg [1:0] game_end;
    reg timer_5_start;
    reg timer_30_start;
    initial begin
        level = start_level;
        life = start_life;
        game_end = s0;
        timer_5_start = 1;
    end
    always@(posedge clk) begin
        if(reset==0)begin
            life<=start_life;
            level<=start_level;
            game_end<= s0;
            timer_5_start <= 1;
        end else begin
            if(timer_5_in == 0) begin
                timer_5_start <= 0;
                timer_30_start <=1;
            end else if(timer_30_in != 0)begin
                    if(hit==1)begin  
                        if(level==end_level)begin
                            game_end <= s2;
                        end else begin
                            game_end <= s0;
                            level<=level+1;
                            timer_5_start <= 1;
                            timer_30_start <=0;
                        end
                    end else if(miss == 1) begin  
                            if(life == 2'b01)begin
                                game_end<=s1;
                            end else begin
                                life<=life-1;
                                game_end<=s0;
                            end
                    end else begin  
                            game_end <= s1;
                    end
            end else begin
                timer_30_start <=0;
                if(life == 2'b01)begin
                        game_end<=s1;
                end else begin
                         life<=life-1;
                end
            end
        end
    end 
endmodule
File: ./constraint.sdc
current_design Game_FSM

set clk_period 1.6
set clk_io_pct 0.2

create_clock -name clk0 -period $clk_period [get_ports {clk}]

set non_clock_inputs [all_inputs -no_clocks]
set_input_delay [expr $clk_period * $clk_io_pct] -clock clk0 $non_clock_inputs
set_output_delay [expr $clk_period * $clk_io_pct] -clock clk0 [all_outputs]
File: ./run.sh
#!/bin/bash
# OpenROAD 26Q1-2900-gdf79404cd8, Yosys 0.63+post, stock flow scripts
make -C /OpenROAD-flow-scripts/flow DESIGN_CONFIG=/design/flow/config.mk WORK_HOME=/design/flow/orfs finish
==> ci_impl_report.md <==
### Metrics collected by this job

| Metric | Value |
|---|---|
| Clock Power Share | `32.3%` |
| Max transition margin | `79.2%` |
| Total DRC errors in the routed layout | `0` |
| Hold endpoint | `game_end[1]$_SDFFE_PN0P_` |
| Max-cap violation count | `0` |
| Pre-CTS WS | `-594 ps` |
| Synth async-reset ratio | `0%` |
| Worst Tran Pin Value | `311 ps` |
| Die width | `80 um` |
| CORE AREA | `3420 um2` |
| Lkg Pwr | `0.000285 uW` |
| Via count | `397` |
| Setup violators final | `1` |
| Sequential share of power | `45.1%` |
| CP arrival | `1750 ps` |
| Fmax achieved | `621 MHz` |
| Unique cell types | `23` |
| Routed wire length | `1.11 mm` |
| Hold Path Cell Cnt | `2` |
| # H-tree levels | `1` |
| Area leader share | `34.3%` |
| Yosys reg bits | `8` |
| Die Y | `80 um` |
| Cell depth of the worst flop-to-flop path | `5` |
| Worst setup EP type | `register` |
| Global placement routability congestion | `0.777` |
| CTS max path bufs | `2` |
| Avg Cell Area, Syn | `9.74 um2` |
| Area Growth Syn to Fin | `75.5%` |
| Post-DR vias/cell | `3.45` |
| Final instance area | `718 um2` |
| Top_reg_cell synth | `dfxtp_1` |
| Tool warning count | `28` |
| FF-to-FF End | `level[0]$_SDFFE_PN0P_` |
| Count leader, synth | `dfxtp_1` |
| Crit path kind | `in -> reg` |
| DP Wirelength | `942 um` |
| GR Util All Layers | `3.54%` |
| Combinational group share of total power | `22.6%` |
| Worst r2r src | `level[0]$_SDFFE_PN0P_` |
| Antenna viol nets, final | `0` |
| Worst Hold Class | `reg -> reg` |
| Post-synth EDFFs | `1` |
| Die area | `6400 um2` |
| Seq share, synth | `41.6%` |
| Cells after Synth | `42` |
| Top cells by area | `dfxtp_1 34%, edfxtp_1 7.3%, ha_1 6.1%` |
| Final WS setup | `-10.8 ps` |
| Sw Share | `22.5%` |
| Minimum clock period after layout | `1610 ps` |
| Final count of hold timing violations | `0` |
| Peak VDD IR | `0.191 mV` |
| Antenna Cells | `0` |
| Failing checks | `setup timing` |
| CTS Buf Count | `3` |
| WL/cell | `9.63 um` |
| Detailed Route Iter0 Violations | `8` |
| Post-synth top area cell | `dfxtp_1` |
| # Cells Yosys | `42` |
| FP Core Util | `12.0%` |
| Switching power total | `113 uW` |
| Cell Area, Synth | `409 um2` |
| Final Max Slew Viols | `0` |
| Clk_skew | `2.49 ps` |
| RSZ-0062 raised after global routing | `true` |
| Status | `finished with violations` |
| PD cells | `703 nW/um2` |
| Largest net degree at the start of global routing | `10` |
| YS warnings | `1` |
| Crit-path max FO | `3` |
| Dpl cell area | `691 um2` |
| CP startpoint kind | `input pin` |
| Clock latency (worst-skew pair) | `250 ps` |
| Post-CTS Hold Buffers | `0` |
| Antenna violations before repair | `0` |
| Aggregate negative setup slack | `-10.8 ps` |
| Clock slew at reported path FFs | `50 ps` |
| CTS root buf | `clkbuf_4` |
| TritonCTS clock tree | `done` |
| CP required | `1740 ps` |
| Tcrit/Tclk final | `101%` |
| Vias in the first global route | `391` |
| Row count | `21` |
| Synth cell count leaders | `7 x dfxtp_1, 4 x nand2_1, 3 x inv_1, 3 x nor2b_1` |
| Final core utilization | `21.0%` |
| Yosys stat area | `409 um2` |
| Fraction of layout cells with a size suffix above 1 | `21.7%` |
| Global-route wire length before repair | `1.81 mm` |
| IO Port Bufs | `19` |
| # clock sinks | `8` |
| Hold Path Origin | `game_end[1]$_SDFFE_PN0P_` |
| # IOs | `20` |
| Reg2Reg Setup Slack | `300 ps` |
| Total global routing overflow | `0` |
| Pint | `391 uW` |
| Final Power | `505 uW` |
| Pre-antenna DRT Iters | `3` |
-- per-layer routing --
layer  global-route usage (%)  share of wire, %  vias up
met4                    0.176              0.81        0
met1                     4.11                43      177
met5                        0                 0        -
met3                     2.95                15        2
met2                     5.14                41       13
li1                         -                 -      205
-- what timing repair did --
item                       CTS  global route
pin swaps                    3             3
gates resized               13             1
setup endpoints to repair    7             2
buffers inserted             0             0
gates cloned                 0             0
-- per-stage QoR --
step	hold WS, ps	std cells
2_1_floorplan	421	42
3_3_place_gp	456	111
3_5_place_dp	458	111
4_1_cts	476	115
5_1_grt	515	115
6_report	470	115
-- kinds of logic after synthesis --
kind of cell,Yosys count,synth area share [%]
AOI/OAI and AO/OA,10,19.6
xor gates and xnor gates,1,2.14
adders and majority gates,2,6.12
buffers and inverters,4,3.67
DFF,8,41.6
muxes,2,5.20
and+or+nand+nor,15,21.7
-- worst max-delay path by stage --
| stage | start | end | slack (ps) | depth (start not counted) |
|---|---|---|---|---|
| 5_1_grt | timer_30_in[2] | life[0]$_SDFFE_PN1P_ | -40 | 5 |
| 4_1_cts | timer_30_in[4] | life[0]$_SDFFE_PN1P_ | -60 | 5 |
| 6_report | timer_30_in[2] | life[0]$_SDFFE_PN1P_ | -10 | 5 |
-- sequential cells by signal, summed over array words and instances (netlist names) --
signal	count
timer_30_start	1
level	2
life	2
game_end	2
timer_5_start	1
-- power by group through the flow --
stage	clock network (uW)	logic [uW]	registers (uW)
global route	180	128	229
CTS	167	115	228
finish	163	114	227
-- area by class of cell --
class | count | area (um2)
sequential | 8 | 170
multi-input combinational | 30 | 228
fill | 380 | 2700
clock buffer | 4 | 26.3
timing repair buffer | 24 | 225
tap | 46 | 57.6
inverter | 3 | 11.3
-- cell usage in the layout (no fill, tap or decap) --
cell type,netlist,final
clkdlybuf4s50_1,0,15
dfxtp_1,7,7
buf_4,0,5
nand2_1,4,4
inv_1,3,3
nor2b_1,3,3
clkbuf_4,0,3
o21a_1,2,2
nand2b_1,2,2
nand3_1,2,2
a21oi_1,2,2
o21ai_0,2,2
ha_1,2,2
buf_6,0,2
or4_4,1,1
or2_4,1,1
or3_1,1,1
o211ai_1,1,1
xnor2_1,1,1
and2_1,1,1
a211oi_4,1,1
mux2_4,0,1
o22ai_1,1,1
o221a_1,1,1
mux2i_1,1,1
clkbuf_1,1,1
clkdlybuf4s15_1,0,1
buf_2,0,1
edfxtp_1,1,1
-- critical path: stages --
cell,delay (ps)
buf_6,90
or4_4,520
or2_4,260
a211oi_4,240
mux2_4,320
Power and IR drop assume default switching activity.
