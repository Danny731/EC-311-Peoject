<file path="/design/flow/design.v">
`timescale 1ns / 1ps
module clock_divider_1Hz(clk,out_clk_1Hz);
    input clk;
    output out_clk_1Hz;
    parameter [25:0] max = 26'b10111110101111000010000000;
    reg [25:0] count; 
    reg out_clk_1Hz;
    initial count = 26'b0;
    initial out_clk_1Hz = 1'b0;
    always@(posedge clk) begin
        count<=count+1'b1;
        if(count == max) begin
            out_clk_1Hz<=~out_clk_1Hz;
            count <= 26'b0;
        end
    end 
endmodule
</file>
<file path="/design/flow/run.sh">
#!/bin/bash
# OpenROAD 26Q1-2900-gdf79404cd8, Yosys 0.63+post, stock flow scripts
make -C /OpenROAD-flow-scripts/flow DESIGN_CONFIG=/design/flow/config.mk WORK_HOME=/design/flow/orfs finish
</file>
<file path="/design/flow/config.mk">
export PLATFORM = sky130hd
export DESIGN_NAME = clock_divider_1Hz
export DESIGN_NICKNAME = clock_divider_1Hz
export VERILOG_FILES = /design/flow/design.v
export SDC_FILE = /design/flow/constraint.sdc
export NUM_CORES = 4
export LEC_CHECK = 1
export CORE_AREA = 10 10 112 112
export DIE_AREA = 0 0 122 122
</file>
<file path="/design/flow/constraint.sdc">
current_design clock_divider_1Hz

set clk_period 3.3
set clk_io_pct 0.2

create_clock -name clk0 -period $clk_period [get_ports {clk}]

set non_clock_inputs [all_inputs -no_clocks]
set_input_delay [expr $clk_period * $clk_io_pct] -clock clk0 $non_clock_inputs
set_output_delay [expr $clk_period * $clk_io_pct] -clock clk0 [all_outputs]
</file>
==> results.rst <==
Synthesis and place-and-route
=============================

.. list-table::
   :header-rows: 1

   * - Metric
     - Value
   * - Top library cells by usage in the layout, fill and taps aside
     - 26 x sky130_fd_sc_hd__dfxtp_1, 14 x sky130_fd_sc_hd__nor2_1, 12 x sky130_fd_sc_hd__xnor2_1, 8 x sky130_fd_sc_hd__nand2_1, 7 x sky130_fd_sc_hd__inv_1
   * - Power Internal
     - 0.413 mW
   * - Drt first pass iters
     - 4
   * - Drt first-iter violations
     - 24
   * - Clock latency (worst-skew pair)
     - 270 ps
   * - Detailed-routed wire length on met3
     - 65 um
   * - Antenna violations before repair
     - 0
   * - Clock root cell
     - sky130_fd_sc_hd__clkbuf_8
   * - Depth of the most critical reg-to-reg path
     - 6
   * - Largest area contributor in the netlist
     - sky130_fd_sc_hd__dfxtp_1
   * - Growth of design area from synthesis to finish
     - 19.0%
   * - Die Y
     - 122 um
   * - Met2 Wirelength
     - 694 um
   * - Number of register bits inferred by synthesis
     - 27
   * - Switching Fraction
     - 18.9%
   * - Number of warnings in the stage logs
     - 26
   * - Metal1 wirelength
     - 1090 um
   * - PortBufs
     - 1
   * - Largest vdd supply drop
     - 0.117 mV
   * - Number of global-route vias before repair
     - 717
   * - Largest net degree at the start of global routing
     - 15
   * - Chip area in the Yosys report
     - 1200 um^2
   * - Initial cell density of the core
     - 11.7%
   * - Most frequent logic cell in the layout
     - sky130_fd_sc_hd__dfxtp_1
   * - Setup repair bufs after CTS
     - 0
   * - Launch point of the worst reg-to-reg path
     - count[19]$_SDFF_PN0_
   * - Post-Layout Cell Count
     - 261
   * - Setup violators final
     - 0
   * - Fin. max-slew vios
     - 0
   * - CTS H-tree depth
     - 1
   * - Overall via count from detail_route
     - 764
   * - Total detailed-routing wirelength
     - 1870 um
   * - Chip footprint
     - 14900 um^2
   * - Slew margin rel.
     - 69.9%
   * - Static Leak
     - 0.474 nW
   * - Proportion of layout cells with a drive suffix above 1
     - 11.2%
   * - Most area-consuming cells after synthesis
     - sky130_fd_sc_hd__dfxtp_1 43%, sky130_fd_sc_hd__xnor2_1 8.8%, sky130_fd_sc_hd__nor2_1 4.4%
   * - Total cells reported by yosys after synthesis
     - 120
   * - Number of placement rows
     - 37
   * - Setup slack after layout
     - 1310 ps
   * - Highest routed metal layer
     - met4
   * - Count of antenna diodes in the layout
     - 0
   * - I/O pin count
     - 2
   * - P_sw
     - 0.0965 mW
   * - Number of endpoints with negative hold slack in the final report
     - 0
   * - Wire per inst
     - 7.15 um
   * - Unrepaired setup endpoints after global routing
     - no
   * - Run status
     - finished clean
   * - Synth Warn #
     - 1
   * - Global-route congestion overflow total
     - 0
   * - Longest Clk Path Bufs
     - 2
   * - Arrival time at the worst endpoint
     - 2150 ps
   * - CTS Buf Count
     - 3
   * - Detailed placement HPWL
     - 1340 um
   * - Final weighted congestion in routability-driven placement
     - 0.756
   * - Average vias per placed instance
     - 2.93
   * - P per Cell Area
     - 358 nW/um^2
   * - Clk pwr share
     - 35.9%
   * - Share of the clock period used by the worst path
     - 60.2%
   * - Clock Sink Count
     - 27
   * - FMAX
     - 503 MHz
   * - Post-route antenna net violation count
     - 0
   * - Highest fanout seen on the critical path
     - 13
   * - Total global routing track utilization
     - 2.77%
   * - Combinational power share
     - 0%
   * - Endpoint, Worst Hold
     - count[23]$_SDFF_PN0_
   * - Floorplan Core Area
     - 10200 um^2
   * - Syn Area/Cell
     - 9.98 um^2
   * - Critical path type
     - reg2reg
   * - Fraction of synthesized cell area taken by the top area cell type
     - 43.5%
   * - Transition at the pin with the smallest max-transition slack
     - 450 ps
   * - Sum of negative setup slack
     - 0 ps
   * - Sequential-to-total area share from yosys stat
     - 46.0%
   * - Hold/Removal Path Class
     - reg2reg
   * - # fillers
     - 1127
   * - Hold buffers post-CTS
     - 0
   * - WHS Path Cells
     - 1
   * - Data required, critical path
     - 3460 ps
   * - Count of cell types in the netlist
     - 33
   * - Die Width
     - 122 um
   * - Post-synth design cell area
     - 1200 um^2
   * - Post-Synthesis Cells
     - 120
   * - Fraction of power consumed by sequential logic
     - 64.1%
   * - Reg-to-reg slack, setup
     - 1310 ps
   * - Endpoint type of the worst setup path
     - register
   * - Clock skew
     - 2.63 ps
   * - Worst flop-to-flop path endpoint
     - count[20]$_SDFF_PN0_
   * - Maxcap violations
     - 0
   * - Clock tree from TritonCTS
     - built
   * - Clock slew seen by the registers of the worst setup and hold paths
     - 90 ps
   * - Final min period
     - 1990 ps
   * - Setup slack after placement
     - 1320 ps
   * - Number of gates resized after CTS
     - 0
   * - Min-delay src
     - count[23]$_SDFF_PN0_
   * - Launching element type of the critical path
     - register
   * - Number of cells after detailed placement
     - 257
   * - Global-route wire length before repair
     - 3450 um
   * - Drc violations
     - 0
[cells in the mapped netlist (all sizes together)]
master,n
nand2,8
nor3b,1
o31ai,1
a21oi,1
dfxtp,26
mux2i,2
nor3,2
buf,1
or4,1
nor4,2
and3,4
inv,7
xnor2,12
nor2b,1
nand3,7
or3,1
nand4,7
nor4b,3
or2,1
ha,2
and4,1
nor2,14
nand2b,2
nand3b,3
o21ai,3
edfxtp,1
xor2,6
[worst max-delay path, stage by stage, from the launching register on]
cell and delay, ps:
sky130_fd_sc_hd__dfxtp_1 380, sky130_fd_sc_hd__nand2_1 130, sky130_fd_sc_hd__or3_1 450, sky130_fd_sc_hd__nor4b_2 440
sky130_fd_sc_hd__buf_4 280, sky130_fd_sc_hd__nand3b_1 120, sky130_fd_sc_hd__o21ai_0 70
[metal layers]
metal / GRT usage [%] / vias up
met1: 4.46 / 335
met3: 0.939 / 2
li1: - / 422
met4: 0.224 / 0
met2: 3.53 / 5
met5: 0 / -
[how the worst max path moves through the flow]
stage	cells past startpoint	end	slack (ps)	startpoint
final	6	count[20]$_SDFF_PN0_	1310	count[19]$_SDFF_PN0_
after global routing	6	count[19]$_SDFF_PN0_	1090	count[19]$_SDFF_PN0_
after CTS	6	count[20]$_SDFF_PN0_	1300	count[19]$_SDFF_PN0_
[power by group through the flow]
stage | combinational (mW) | clock, mW | sequential, mW
after global routing | 0.000000230 | 0.202 | 0.327
final | 0.000000230 | 0.183 | 0.327
after CTS | 0.000000230 | 0.190 | 0.327
[sequential cells by signal (all words and copies together) (netlist names)]
register	count
out_clk_1Hz	1
count	26
[kinds of logic after synthesis]
kind of cell / after synthesis / share of synthesized area [%]
AND-OR/OR-AND: 5 / 2.61
XOR/XNOR: 18 / 13.2
adder cells (fa/ha/maj): 2 / 2.09
buffers and inverters: 8 / 2.61
flip-flops: 27 / 46.0
multiplexers: 2 / 1.67
AND/OR/NAND/NOR: 58 / 31.9
[stage by stage]
stage,total power [mW],hold slack (ps),util (%),cell area [um^2]
2_1_floorplan,0.335,438,-,1200
3_3_place_gp,0.335,448,13.5,1380
3_5_place_dp,0.335,463,13.5,1380
4_1_cts,0.517,477,13.9,1430
5_1_grt,0.529,489,13.9,1430
6_report,0.510,474,13.9,1430
[cell type report]
type	instances	area, um^2	area share [%]
multi-input cells	85	616	43.2
flip-flops and latches	27	551	38.6
well taps	136	170	11.9
clock buffers	4	45.0	3.16
inverters	7	26.3	1.84
repair buffers	2	17.5	1.23
No activity file was given, so power comes from the tool's default toggle rates.
